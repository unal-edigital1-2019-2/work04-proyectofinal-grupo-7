<file path="design.v">
`timescale 1ns / 1ps
module cam_read #(
		parameter AW = 17  
		)(
		input rst,					 
		input pclk,					 
		input vsync,				 
		input href,					 
		input [7:0] px_data,		 
		input b_captura,			 
		output reg [AW-1:0] mem_px_addr = 0,		 
		output reg [7:0] mem_px_data = 0,			 
		output reg px_wr = 0							 
   );
	reg [2:0] fsm_state=1;								 
	reg old_vsync = 0;									 
	reg cont = 1'b0;										 
	reg [15:0] cont_href=16'b0000000000000000;	 
	reg [15:0] old_href=16'b0000000000000000;		 
	reg [15:0] cont_pixel=16'b0000000000000000;	 
	reg [15:0] cont_pclk=16'b0000000000000000;	 
	always@(posedge pclk) begin						 
		if (rst)
		begin
			mem_px_addr=0;									 
			fsm_state=1;									 
			old_vsync=0;									 
		end else 
		case(fsm_state) 					
		1:		 
			begin
				cont_href[15:0]=16'h0000;
				mem_px_addr=0;
				if(old_vsync && !vsync) fsm_state=2;
			end
		2:		 
			begin
				if(!old_href && href) begin
						cont_href = cont_href +1;
						cont_pixel=0;
						fsm_state=3;
						mem_px_data[7:2] = {px_data[7:5],px_data[2:0]};
						px_wr = 0;
						cont = ~cont;
						cont_pclk = cont_pclk + 1;
				end 
				else if(vsync) 
						fsm_state=1;
				else if(b_captura)
						fsm_state = 4;
			end
		3:		 
		begin
			if(href) begin  
				if (cont==0)
				begin
					mem_px_data[7:2] = {px_data[7:5],px_data[2:0]};
					px_wr = 0;
					cont_pclk = cont_pclk + 1;
				end
				else 
				begin
					mem_px_data[1:0] = {px_data[4:3]};
					px_wr = 1;
					if(mem_px_addr < 76800)
						mem_px_addr = mem_px_addr + 1;
					cont_pixel = cont_pixel +1;
				end
				cont = ~cont;
			end else
				fsm_state=2;
		end
		4:		 
		if(b_captura)
		begin
			px_wr = 0;
		end
		else
			fsm_state = 1;
		endcase
		old_vsync = vsync;
	end
endmodule
</file>
<file path="run.sh">
#!/bin/bash
# OpenROAD 26Q1-2900-gdf79404cd8, Yosys 0.63+post, stock flow scripts
make -C /OpenROAD-flow-scripts/flow DESIGN_CONFIG=/design/flow/config.mk WORK_HOME=/design/flow/orfs finish
</file>
<file path="config.mk">
export PLATFORM = sky130hd
export DESIGN_NAME = cam_read
export DESIGN_NICKNAME = cam_read
export VERILOG_FILES = /design/flow/design.v
export SDC_FILE = /design/flow/constraint.sdc
export NUM_CORES = 4
export LEC_CHECK = 1
export CORE_AREA = 10 10 100 100
export DIE_AREA = 0 0 110 110
</file>
<file path="constraint.sdc">
current_design cam_read

set clk_period 4.1
set clk_io_pct 0.2

create_clock -name clk0 -period $clk_period [get_ports {pclk}]

set non_clock_inputs [all_inputs -no_clocks]
set_input_delay [expr $clk_period * $clk_io_pct] -clock clk0 $non_clock_inputs
set_output_delay [expr $clk_period * $clk_io_pct] -clock clk0 [all_outputs]
</file>
==> flow_summary.json <==
{
  "synthTopCellsByArea": "dfxtp_1 (28%), edfxtp_1 (20%), a21oi_1 (4.4%)",
  "min_path_cells": 2,
  "postSynthSeqShare": 0.482,
  "synth_area_um2": 1500,
  "finalNonFillerCells": 297,
  "tightest_slew_ns": 0.788,
  "synth_flops": 31,
  "yosys.area_share.xor_xnor": 0.00586,
  "synthAoiAreaFrac": 0.197,
  "yosys-stat-cells": 156,
  "syn_inst": 156,
  "clk_pin_slew_worst_paths_ns": 0.06,
  "seq_area_um2": 721,
  "min_from": "mem_px_addr[4]",
  "fillers": 822,
  "post_cts_resize_count": 0,
  "root_buffer": "clkbuf_8",
  "required_ns": 4.26,
  "dieArea_um2": 12100,
  "r2r_slack_ns": 2.01,
  "status": "finished clean",
  "fmax_mhz": 382,
  "enable_flop_cells": 10,
  "mostFrequentLayoutCell": "clkdlybuf4s50_1",
  "crit_path_start_kind": "input port",
  "synth.top_cell.area_share": 0.281,
  "yosysChipArea_um2": 1500,
  "overflow": 0,
  "syn_to_final_growth_pct": 37.7,
  "min_path_type": "reg2reg",
  "fa_ha_area_frac": 0.00837,
  "clk_path_buf_depth": 2,
  "drive_above_1_share": 0.0513,
  "postCtsSetupBuffers": 0,
  "async_flop_share": 0,
  "initCoreUtil": 0.192,
  "rsz0062_at_grt": "no",
  "critPathCaptureType": "flip-flop",
  "finalSetupTns_ns": 0,
  "synth_area_leader_cell": "dfxtp_1",
  "hold_violations": 0,
  "powerDensity_nw_per_um2": 297,
  "maxCapViolations": 0,
  "grt_max_degree": 18,
  "finalPower_uw": 611,
  "syn_avg_cell_area_um2": 9.58,
  "critPathArrivalTime_ns": 2.78,
  "drt-initial-drc-count": 68,
  "finalClockPeriodUsage": 0.638,
  "reg2reg_from": "mem_px_addr[11]",
  "synth-simple-area-share": 0.264,
  "coreArea_um2": 7810,
  "ctsHtreeMaxLevel": 2,
  "worstRegToRegCells": 4,
  "final_cell_mix": "clkdlybuf4s50_1 (38), dfxtp_1 (21), a21oi_1 (13)",
  "rows": 32,
  "grt_pass1_wl_um": 6320,
  "grt_usage": 0.0646,
  "r2r-end": "mem_px_addr[15]",
  "wl_um": 3940,
  "synth.logic.top_family": "simple AND/OR/NAND/NOR gates",
  "clkSinkCount": 31,
  "drt-pass1-iter-count": 4,
  "drc": 0,
  "leakage_nw": 0.639,
  "path_max_fanout": 17,
  "ant_nets": 0,
  "post-route-min-period_ns": 2.61,
  "yosysWarningCount": 1,
  "die_h_um": 110,
  "fin_skew_ns": 0.00599,
  "holdPathEnd": "mem_px_addr[4]",
  "warning_count": 25,
  "mux_share": 0.00669,
  "antenna_cells": 0,
  "path_class": "in2reg",
  "place_inst": 289,
  "route.vias.total": 1317,
  "max_slew_margin": 0.471,
  "cts_tree": "yes",
  "synthDistinctLibCells": 40,
  "routed_via_density": 4.43,
  "vdd_drop_max_mv": 0.109,
  "cts_buffers": 5,
  "gp_congestion": 0.799,
  "drv_slew": 0,
  "die_x_um": 110,
  "ios": 39,
  "hold_buffers": 0,
  "antenna_found_initial": 0,
  "grt_pass1_vias": 1234,
  "io_buffers": 38,
  "logic_area_um2": 721,
  "ff_type": "dfxtp_1",
  "setup_viol": 0,
  "insertion_delay_ns": 0.28,
  "dp_hpwl_um": 2850,
  "wire_per_inst_um": 13.2
}
[logic make-up after synthesis]
kind of cell	count (synthesis)
buf+inv	14
flops	31
fa+ha+maj	1
xor+xnor	1
compound gates	41
mux	1
simple gates	67
[registers in the layout, indices dropped and copies added, names as in the netlist]
signal and flops:
mem_px_data 8, old_vsync 1, fsm_state 3, px_wr 1
cont 1, mem_px_addr 17
[how the worst max path moves through the flow]
stage | start | end | slack, ns | cells past startpoint
CTS | href | mem_px_addr[15] | 1.51 | 5
global route | href | mem_px_addr[15] | 1.35 | 5
finish | href | mem_px_addr[15] | 1.49 | 5
[worst max-delay path, stage by stage]
cell and delay [ns]:
clkdlybuf4s50_1 0.62, a21bo_2 0.20, o2111ai_2 0.37, or4_1 0.64, mux2i_1 0.13
[cells in the mapped netlist (all sizes together) (2+ instances only)]
| cell type | count |
|---|---|
| dfxtp | 21 |
| a21oi | 13 |
| edfxtp | 10 |
| nand2 | 8 |
| nor2 | 8 |
| or4 | 8 |
| clkbuf | 7 |
| nand3 | 7 |
| nor2b | 7 |
| o21ai | 7 |
| inv | 6 |
| or3 | 6 |
| nand3b | 5 |
| nor3 | 5 |
| o211ai | 4 |
| o31ai | 4 |
| and3 | 2 |
| nand2b | 2 |
| nand4 | 2 |
| nor3b | 2 |
| nor4b | 2 |
| o311ai | 2 |
| o31a | 2 |
[report_power, final]
| group | leakage, nW | switching (mW) | internal [mW] |
|---|---|---|---|
| registers | 0.260 | 0.00723 | 0.322 |
| logic | 0.339 | 0.0288 | 0.0289 |
| clock network | 0.0395 | 0.104 | 0.120 |
| total | 0.639 | 0.140 | 0.471 |
[per-layer routing]
metal	track usage	routed length (um)	up-vias
li1	-	-	672
met1	0.0946	1970	598
met2	0.0910	1560	43
met3	0.0247	389	4
met4	0.00836	22	0
met5	0	0	-
[cell type report]
class / instances / share of cell area
sequential: 31 / 0.350
clock buffer: 8 / 0.0389
multi-input combinational: 111 / 0.350
inverter: 6 / 0.0109
tap: 102 / 0.0620
timing repair buffer: 39 / 0.188
[metrics by stage]
step	hold slack (ns)	instance area, um2	setup slack (ns)	util
global placement	0.500	1980	1.26	0.254
finish	0.512	2060	1.49	0.264
global route	0.534	2060	1.35	0.264
floorplan	0.425	1500	2.03	-
CTS	0.516	2060	1.51	0.264
detailed placement	0.496	1980	1.23	0.254
Power and IR drop assume default switching activity.
